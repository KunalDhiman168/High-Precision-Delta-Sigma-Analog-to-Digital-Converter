### /design/flow/config.mk
export PLATFORM = sky130hd
export DESIGN_NAME = integrator_chain_with_downsampler_comb_nohold_with_fir128
export DESIGN_NICKNAME = integrator_chain_with_downsampler_comb_nohold_with_fir128
export VERILOG_FILES = /design/flow/design.v
export SDC_FILE = /design/flow/constraint.sdc
export NUM_CORES = 4
export LEC_CHECK = 1
export CORE_UTILIZATION = 50
export SYNTH_MEMORY_MAX_BITS = 65536
### /design/flow/design.v
`timescale 1ns/1ps
module integrator #(parameter WIDTH = 32) (
    input  wire              clk,
    input  wire              reset,
    input  wire [WIDTH-1:0]  x_in,
    output reg  [WIDTH-1:0]  y_out
);
    always @(posedge clk) begin
        if (reset)
            y_out <= {WIDTH{1'b0}};
        else
            y_out <= y_out + x_in;
    end
endmodule
module integrator2 #(parameter WIDTH = 32) (
    input  wire              clk,
    input  wire              reset,
    input  wire              xin,
    output wire [WIDTH-1:0]  y_out,
    output wire [WIDTH-1:0]  z_out
);
    integrator #(.WIDTH(WIDTH)) I1 (
        .clk(clk),
        .reset(reset),
        .x_in({{(WIDTH-1){1'b0}}, xin}),
        .y_out(y_out)
    );
    integrator #(.WIDTH(WIDTH)) I2 (
        .clk(clk),
        .reset(reset),
        .x_in(y_out),
        .y_out(z_out)
    );
endmodule
module downsampler_nohold #(
    parameter WIDTH = 32,
    parameter integer OSR = 3
)(
    input  wire              clk,
    input  wire              reset,
    input  wire [WIDTH-1:0]  din,
    output reg  [WIDTH-1:0]  dout,
    output reg               valid_out
);
    function integer clog2;
        input integer value;
        integer i;
        begin
            value = value - 1;
            for (i = 0; value > 0; i = i + 1)
                value = value >> 1;
            clog2 = i;
        end
    endfunction
    localparam CNT_WIDTH = (OSR > 1) ? clog2(OSR) : 1;
    reg [CNT_WIDTH-1:0] count;
    always @(posedge clk) begin
        if (reset) begin
            count     <= {CNT_WIDTH{1'b0}};
            dout      <= {WIDTH{1'b0}};
            valid_out <= 1'b0;
        end else begin
            valid_out <= 1'b0;
            if (count == OSR - 1) begin
                count     <= {CNT_WIDTH{1'b0}};
                dout      <= din;
                valid_out <= 1'b1;
            end else begin
                count <= count + 1'b1;
            end
        end
    end
endmodule
module comb_diff_nohold #(parameter WIDTH = 32)(
    input  wire              clk,
    input  wire              reset,
    input  wire [WIDTH-1:0]  din,
    input  wire              din_valid,
    output reg  signed [WIDTH-1:0] dout,
    output reg               dout_valid
);
    reg signed [WIDTH-1:0] prev;
    always @(posedge clk) begin
        if (reset) begin
            prev       <= {WIDTH{1'b0}};
            dout       <= {WIDTH{1'b0}};
            dout_valid <= 1'b0;
        end else begin
            dout_valid <= 1'b0;
            if (din_valid) begin
                dout       <= $signed(din) - prev;
                prev       <= $signed(din);
                dout_valid <= 1'b1;
            end
        end
    end
endmodule
module integrator_chain_with_downsampler_comb_nohold #(
    parameter WIDTH = 32,
    parameter integer OSR = 3
)(
    input  wire              clk,
    input  wire              reset,
    input  wire              xin,
    output wire [WIDTH-1:0]  y1_out,
    output wire [WIDTH-1:0]  y2_out,
    output wire [WIDTH-1:0]  ds_out,
    output wire signed [WIDTH-1:0] comb_out,
    output wire              ds_valid,
    output wire              comb_valid
);
    wire [WIDTH-1:0] ds_reg;
    wire ds_v;
    wire signed [WIDTH-1:0] comb1_reg;
    wire comb1_v;
    integrator2 #(.WIDTH(WIDTH)) INT2 (
        .clk(clk),
        .reset(reset),
        .xin(xin),
        .y_out(y1_out),
        .z_out(y2_out)
    );
    downsampler_nohold #(.WIDTH(WIDTH), .OSR(OSR)) DS (
        .clk(clk),
        .reset(reset),
        .din(y2_out),
        .dout(ds_reg),
        .valid_out(ds_v)
    );
    comb_diff_nohold #(.WIDTH(WIDTH)) S1 (
        .clk(clk),
        .reset(reset),
        .din(ds_reg),
        .din_valid(ds_v),
        .dout(comb1_reg),
        .dout_valid(comb1_v)
    );
    assign ds_out     = ds_reg;
    assign ds_valid   = ds_v;
    assign comb_out   = comb1_reg;
    assign comb_valid = comb1_v;
endmodule
module comb2_diff_nohold #(parameter WIDTH = 32)(
    input  wire                    clk,
    input  wire                    reset,
    input  wire [WIDTH-1:0]        din,
    input  wire                    din_valid,
    output reg signed [WIDTH-1:0]  dout,
    output reg                     dout_valid
);
    reg signed [WIDTH-1:0] prev;
    always @(posedge clk) begin
        if (reset) begin
            prev       <= {WIDTH{1'b0}};
            dout       <= {WIDTH{1'b0}};
            dout_valid <= 1'b0;
        end else begin
            dout_valid <= 1'b0;
            if (din_valid) begin
                dout       <= $signed(din) - prev;
                prev       <= $signed(din);
                dout_valid <= 1'b1;
            end
        end
    end
endmodule
module fir128_nohold #(
    parameter WIDTH = 32,
    parameter integer TAPS = 128,
    parameter FRAC = 8
)(
    input  wire                         clk,
    input  wire                         reset,
    input  wire [WIDTH-1:0]             din,
    input  wire                         din_valid,
    output reg signed [WIDTH+FRAC-1:0]  dout,
    output reg                          dout_valid
);
    function integer clog2;
        input integer value;
        integer i;
        begin
            value = value - 1;
            for (i = 0; value > 0; i = i + 1)
                value = value >> 1;
            clog2 = i;
        end
    endfunction
    localparam SHIFT = clog2(TAPS);  
    localparam BUF_DEPTH = TAPS - 1;
    localparam OUTW = WIDTH + FRAC;
    integer i;
    reg signed [OUTW-1:0] buffer [0:BUF_DEPTH-1];
    reg signed [OUTW+SHIFT-1:0] sum_reg;  
    reg [clog2(BUF_DEPTH+1)-1:0] ptr;  
    reg signed [OUTW-1:0] pending;
    reg pending_v;
    wire signed [OUTW-1:0] din_f;
    assign din_f = $signed({1'b0, din}) <<< FRAC;
    initial begin
        for (i = 0; i < BUF_DEPTH; i = i + 1) buffer[i] = {OUTW{1'b0}};
        sum_reg = { (OUTW+SHIFT){1'b0} };
        ptr = 0;
        pending = {OUTW{1'b0}};
        pending_v = 1'b0;
    end
    always @(posedge clk) begin
        if (reset) begin
            for (i = 0; i < BUF_DEPTH; i = i + 1) buffer[i] <= {OUTW{1'b0}};
            sum_reg <= { (OUTW+SHIFT){1'b0} };
            ptr <= 0;
            pending <= {OUTW{1'b0}};
            pending_v <= 1'b0;
            dout <= {OUTW{1'b0}};
            dout_valid <= 1'b0;
        end else begin
            dout_valid <= 1'b0;
            if (pending_v) begin
                dout <= pending;
                dout_valid <= 1'b1;
                sum_reg <= sum_reg - buffer[ptr] + pending;
                buffer[ptr] <= pending;
                if (ptr == BUF_DEPTH-1) ptr <= 0;
                else ptr <= ptr + 1;
                pending_v <= 1'b0;
            end else if (din_valid) begin
                dout <= (sum_reg + din_f) >>> SHIFT;
                dout_valid <= 1'b1;
                pending <= din_f;
                pending_v <= 1'b1;
            end
        end
    end
endmodule
module integrator_chain_with_downsampler_comb_nohold_with_fir128 #(
    parameter WIDTH = 32,
    parameter integer OSR = 3,
    parameter FRAC = 8
)(
    input  wire              clk,
    input  wire              reset,
    input  wire              xin,
    output wire [WIDTH-1:0]  y1_out,
    output wire [WIDTH-1:0]  y2_out,
    output wire [WIDTH-1:0]  ds_out,
    output wire              ds_valid,
    output wire signed [WIDTH-1:0] comb1_out,
    output wire              comb1_valid,
    output wire signed [WIDTH-1:0] comb2_out,
    output wire              comb2_valid,
    output wire signed [WIDTH+FRAC-1:0] fir_out,
    output wire              fir_valid
);
    integrator_chain_with_downsampler_comb_nohold #(.WIDTH(WIDTH), .OSR(OSR)) BASE_CHAIN (
        .clk(clk),
        .reset(reset),
        .xin(xin),
        .y1_out(y1_out),
        .y2_out(y2_out),
        .ds_out(ds_out),
        .comb_out(comb1_out),
        .ds_valid(ds_valid),
        .comb_valid(comb1_valid)
    );
    comb2_diff_nohold #(.WIDTH(WIDTH)) C2 (
        .clk(clk),
        .reset(reset),
        .din(comb1_out[WIDTH-1:0]),
        .din_valid(comb1_valid),
        .dout(comb2_out),
        .dout_valid(comb2_valid)
    );
    fir128_nohold #(.WIDTH(WIDTH), .TAPS(128), .FRAC(FRAC)) FIR (
        .clk(clk),
        .reset(reset),
        .din(comb2_out[WIDTH-1:0]),
        .din_valid(comb2_valid),
        .dout(fir_out),
        .dout_valid(fir_valid)
    );
endmodule
### /design/flow/run.sh
#!/bin/bash
# OpenROAD 26Q1-2900-gdf79404cd8, Yosys 0.63+post, stock flow scripts
make -C /OpenROAD-flow-scripts/flow DESIGN_CONFIG=/design/flow/config.mk WORK_HOME=/design/flow/orfs finish
### /design/flow/constraint.sdc
current_design integrator_chain_with_downsampler_comb_nohold_with_fir128

set clk_period 58.7
set clk_io_pct 0.2

create_clock -name clk0 -period $clk_period [get_ports {clk}]

set non_clock_inputs [all_inputs -no_clocks]
set_input_delay [expr $clk_period * $clk_io_pct] -clock clk0 $non_clock_inputs
set_output_delay [expr $clk_period * $clk_io_pct] -clock clk0 [all_outputs]
==> out/qor.csv <==
stage;metric;value;unit
status;status;completed;
detailed_routing;DRC;0;
layout;Syn-to-layout area delta;11.7;%
clocking;clk latency of the worst-skew pair;1070;ps
die;core area;390000;um2
pwr;power density over cell area;30.4;nW/um2
worst_setup_path;crit path DAT;15820;ps
logic_synthesis;Synth area leader;edfxtp_1;
sta;final worst slack;43600;ps
pwr;Leakage;65.9;nW
die;Die ar.;395000;um2
detailed_routing;Routed WL;731;mm
clocking;CTS sink count;4450;
sta;Slew Limit Fails;0;
clocking;clk root buf;clkbuf_16;
logic_synthesis;Post-synth EDFFs;4096;
logic_synthesis;Chip Area, Yosys;196000;um2
place;I/O Buffers;206;
detailed_routing;Initial DRC Count;11900;
worst_setup_path;Critical Path Sink;FIR.buffer[113][18];
worst_setup_path;Setup crit end kind;flop;
pwr;power share of the clock group;0.425;
worst_setup_path;CP Launch Point;reset;
detailed_routing;Detailed Routing Iterations Pass 1;6;
detailed_routing;routed length per placed instance;34.8;um
worst_setup_path;r2r worst-path depth;24;
flow_run;OpenROAD warning count;66;
worst_setup_path;CP Max Fanout;80;
global_routing;GRT Total Usage;0.405;
global_routing;initial antenna violation count;49;
clocking;Post CTS Setup Buffer Count;0;
logic_synthesis;Post-synth seq share;0.662;
sta;period utilization;0.257;
worst_setup_path;worst path required time;59420;ps
global_routing;largest net degree at the start of global routing;160;
die;# rows;229;
worst_setup_path;Crit-path slowest cell;buf_4;
die;Pre-Place Util;0.504;
die;Die Ht;629;um
detailed_routing;vias per cell;6.76;
global_routing;first-pass GRT wire length;1050;mm
clocking;Post-CTS Resized;0;
sta;Clock Skew;54.9;ps
worst_setup_path;worst r2r src;FIR.ptr[1];
layout;fraction of layout cells with a size suffix above 1;0.101;
worst_setup_path;FF-to-FF End;FIR.sum_reg[46];
layout;max reg flops;4096;
place;Routability Congestion;1.03;
flow_run;max_cap viols;0;
sta;Worst-Margin Slew;1430;ps
layout;fillcell total;31300;
pwr;part of the power in registers;0.545;
layout;Comb gate area;59300;um2
pwr;Int Pwr;5.21;mW
sta;Max Freq;66.2;MHz
clocking;H-Tree Depth;5;
layout;Finished Layout Cells;21000;
detailed_routing;number of antenna-violating nets in the routed design;0;
logic_synthesis;Main area contributors;edfxtp_1 63%, nor3_1 9.8%, a22oi_1 5.9%;
logic_synthesis;yosys stat cell total;15900;
layout;FF/Latch Area;130000;um2
clocking;# hold bufs at CTS;0;
sta;Slew HR;0.0377;
hold_path;Hold WC Path Type;flop to flop;
logic_synthesis;Seq cells post-synth;4450;
logic_synthesis;Synth Warn #;5;
clocking;Clk pin slew, worst setup/hold paths;60;ps
sta;Final Hold Fails;0;
die;die span in x;629;um
sta;setup TNS;0;ps
detailed_routing;routed vias;142000;
pwr;peak supply drop;0.0260;mV
worst_setup_path;R2R setup slack;48810;ps
logic_synthesis;Mapped Cells;15900;
logic_synthesis;area share, top type;0.626;
clocking;maximum root-to-sink buffer count;4;
logic_synthesis;commonest cells in the netlist;4,096 x edfxtp_1, 3,859 x nor3_1, 1,532 x a22oi_1;
global_routing;grt ovf;0;
die;# IOs;207;
clocking;CTS tree;done;
place;pre-CTS setup slack;42710;ps
clocking;Num CTS Buffers;464;
pwr;switching part of the total;0.219;
logic_synthesis;ys async rst share;0;
pwr;combinational share of power;0.030;
place;hpwl dp;437;mm
worst_setup_path;crit path launch type;primary input;
sta;RSZ-0062 raised after global routing;no;
logic_synthesis;count leader, synth;edfxtp_1;
worst_setup_path;crit-path cells;buf_8 > nor2_4 > nand2_4 > buf_4 > buf_4 > buf_4 > buf_4 > o21ai_4 > buf_4;
hold_path;Hold Path Depth;1;
global_routing;vias in the first global route;144000;
worst_setup_path;slowest stage delay, CP;630;ps
pwr;switching power;1.46;mW
logic_synthesis;Distinct lib cells used;81;
worst_setup_path;WS Path Type;primary input to flop;
logic_synthesis;Dominant flop cell;edfxtp_1;
worst_setup_path;Crit path top cell by count;buf_4;
place;placed cell count;20100;
logic_synthesis;Post-Synthesis Cell Area;196000;um2
sta;Final min period;15100;ps
logic_synthesis;syn_area_per_cell;12.3;um2
sta;Setup-failing EPs final;0;
==> power by group through the flow <==
stage         Sequential (mW)  Clock (mW)  Combinational [mW]
CTS                      3.63        2.85               0.194
global route             3.65        2.97               0.207
finish                   3.63        2.83               0.198
==> routing by layer <==
layer / GRT usage / vias to the layer above / share of wire / routed length [um]
li1: - / 61200 / - / -
met1: 0.511 / 69900 / 0.33 / 240000
met2: 0.536 / 9354 / 0.43 / 312000
met3: 0.288 / 1613 / 0.17 / 127000
met4: 0.208 / 64 / 0.068 / 49600
met5: 0.0441 / - / 0.0034 / 2500
==> per-stage QoR <==
stage / total power, mW / cell area [um2] / utilization / hold slack [ps]
5_1_grt: 6.83 / 219000 / 0.563 / 458
2_1_floorplan: 3.80 / 196000 / - / 397
6_report: 6.67 / 219000 / 0.563 / 424
3_3_place_gp: 3.89 / 205000 / 0.526 / 407
4_1_cts: 6.68 / 219000 / 0.562 / 425
3_5_place_dp: 3.89 / 205000 / 0.526 / 417
==> layout make-up <==
type                    instances  area share
clock buffers                 590      0.0561
well taps                    5197      0.0296
flip-flops and latches       4450       0.593
diodes                         71    0.000810
clock inverters               262     0.00923
inverters                     267     0.00528
multi-input cells            9245       0.270
repair buffers                924      0.0357
==> worst min path at each step <==
| stage | startpoint | end | slack [ps] |
|---|---|---|---|
| after CTS | BASE_CHAIN.DS.count[0] | BASE_CHAIN.DS.count[0] | 430 |
| after global routing | BASE_CHAIN.DS.count[0] | BASE_CHAIN.DS.count[0] | 460 |
| final | BASE_CHAIN.DS.count[0] | BASE_CHAIN.DS.count[0] | 420 |
==> worst max-delay path, delay by kind of cell <==
family                 cells  cell delay (ps)
buffers and inverters      6             3050
and+or+nand+nor            2              560
AOI/OAI and AO/OA          1              220
==> layout by cell type, fill, tap and decap left out, drive strengths merged, types with 18 or more instances in the layout <==
cell type	Yosys	routed
a21o	80	80
dfxtp	354	354
nor2	474	474
or3	19	19
nand2	258	258
xnor2	84	84
diode	0	71
clkinv	3	223
o21ai	304	304
and3	38	38
a31oi	195	195
a21oi	223	223
nand2b	25	25
nor3	3861	3861
ha	181	181
nor2b	39	39
a41oi	145	145
buf	456	719
nand4	209	209
bufinv	0	21
nor4	58	58
a22oi	1532	1532
a211oi	23	23
a22o	280	280
o21bai	18	18
mux2i	153	153
xor2	71	71
clkbuf	1527	590
clkdlybuf4s50	0	205
inv	264	275
o22ai	32	32
or4	23	23
a221oi	285	285
and2	270	270
o211ai	60	60
nand3	87	87
fa	42	42
o21a	23	23
edfxtp	4096	4096
==> kinds of logic (layout without fill, tap and decap cells) <==
| logic type | after synthesis | in the layout | share of synthesized area |
|---|---|---|---|
| and+or+nand+nor | 5399 | 5399 | 0.138 |
| adders and majority gates | 223 | 223 | 0.0158 |
| buffers and inverters | 2250 | 2043 | 0.0452 |
| other | 0 | 71 | 0 |
| muxes | 157 | 157 | 0.00802 |
| DFF | 4450 | 4450 | 0.662 |
| AOI/OAI and AO/OA | 3311 | 3311 | 0.124 |
| xor gates and xnor gates | 155 | 155 | 0.00691 |
Power figures rest on the tool's default switching activity, not on a simulated workload.
